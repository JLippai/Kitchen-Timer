$ cat run.sh
#!/bin/bash
# OpenROAD 26Q1-2900-gdf79404cd8, Yosys 0.63+post, stock flow scripts
make -C /OpenROAD-flow-scripts/flow DESIGN_CONFIG=/design/flow/config.mk WORK_HOME=/design/flow/orfs finish
$ cat config.mk
export PLATFORM = sky130hd
export DESIGN_NAME = Milestone2Demo
export DESIGN_NICKNAME = Milestone2Demo
export VERILOG_FILES = /design/flow/design.v
export SDC_FILE = /design/flow/constraint.sdc
export NUM_CORES = 4
export LEC_CHECK = 1
export CORE_AREA = 10 10 80 80
export DIE_AREA = 0 0 90 90
$ cat constraint.sdc
current_design Milestone2Demo

set clk_period 2.8
set clk_io_pct 0.2

create_clock -name clk0 -period $clk_period [get_ports {clk}]

set non_clock_inputs [all_inputs -no_clocks]
set_input_delay [expr $clk_period * $clk_io_pct] -clock clk0 $non_clock_inputs
set_output_delay [expr $clk_period * $clk_io_pct] -clock clk0 [all_outputs]
$ cat design.v
`timescale 1ns / 1ps
module ClockDivider(
input in_clk,
input[26:0] clk_period,
output reg out_clk
    );
	reg[26:0] count;
	always @ (posedge in_clk) begin
		if (count == clk_period - 1'b1)
			count <= 0;
		else
			count <= count + 1'b1;
		if (count >= (clk_period - 1'b1)/2)
			out_clk <= 1;
		else
			out_clk <= 0;
	end
endmodule
`timescale 1ns / 1ps
module Debounce(
    input clk,
    input PB,   
    output PB_down   
);
reg PB_state;
reg PB_sync_0;  always @(posedge clk) PB_sync_0 <= PB;  
reg PB_sync_1;  always @(posedge clk) PB_sync_1 <= PB_sync_0;
reg [17:0] PB_cnt;
wire PB_idle = (PB_state==PB_sync_1);
wire PB_cnt_max = &PB_cnt;	 
always @(posedge clk)
if(PB_idle)
    PB_cnt <= 0;   
else
begin
    PB_cnt <= PB_cnt + 18'd1;   
    if(PB_cnt_max) PB_state <= ~PB_state;   
end
assign PB_down = ~PB_idle & PB_cnt_max & ~PB_state;
endmodule
`timescale 1ns / 1ps
module Milestone2Demo(
	input clk,
	input reset,
	input button,
	output[6:0] seven,
	output [3:0] AN
    );
	wire khz_clk, clean;
	parameter zero = 16'b0000000000000000;
	parameter twelve = 16'b0001001000110100;
	parameter S0 = 0, S1 = 1;
	reg state;
	reg [15:0] big_bin;
	wire [3:0] small_bin;
	Debounce DB1(clk, button, clean);
	ClockDivider CD1(clk, khz_clk);
	seven_alternate SA(khz_clk, clean, big_bin, small_bin, AN);
	binary_to_segment SEG(small_bin, seven);
	always @ (state) begin
		case (state)
			S0:
				big_bin = zero;
			S1:
				big_bin = twelve;
			default:
				big_bin = zero;
		endcase
	end
	always @ (posedge clk or posedge reset) begin
		if (reset)
			state <= S0;
		else
			case (state)
				S0:
					if (clean)
						state <= S1;
					else
						state <= S0;
				S1:
					if (clean)
						state <= S0;
					else
						state <= S1;
				endcase
	end
endmodule
`timescale 1ns / 1ps
module binary_to_segment(
input[3:0] bin,
output reg[6:0] seven  
    );
	always @(bin) begin
		case (bin)
		4'b0000: seven = 7'b1000000;
		4'b0001: seven = 7'b1111001;
		4'b0010: seven = 7'b0100100;
		4'b0011: seven = 7'b0110000;
		4'b0100: seven = 7'b0011001;
		4'b0101: seven = 7'b0010010;
		4'b0110: seven = 7'b0000010;
		4'b0111: seven = 7'b1111000;
		4'b1000: seven = 7'b0000000;
		4'b1001: seven = 7'b0010000;
		4'b1010: seven = 7'b0001000;
		4'b1011: seven = 7'b0000000;
		4'b1100: seven = 7'b1000110;
		4'b1101: seven = 7'b1000000;
		4'b1110: seven = 7'b0000110;
		default: seven = 7'b0001110;
		endcase
	end
endmodule
`timescale 1ns / 1ps
module seven_alternate(
input clk,
input reset,
input[15:0] big_bin,
output reg[3:0] small_bin,
output reg[3:0] AN
    );
	reg[1:0] count;
	always @ (count) begin
		case (count)
			2'b00: begin
				AN = 4'b1110;
				small_bin = big_bin[3:0];
				end
			2'b01: begin
				AN = 4'b1101;
				small_bin = big_bin[7:4];
				end
			2'b10: begin
				AN = 4'b1011;
				small_bin = big_bin[11:8];
				end
			default: begin
				AN = 4'b0111;
				small_bin = big_bin[15:12];
				end
			endcase
	end
	always @ (posedge clk or posedge reset) begin
		if (reset) begin
			count <= 0;
		end
		else
			count <= count + 1'b1;
	end
endmodule
==> out/notes.md <==
Count of mapped cells out of synthesis: 115. The skew report gives the latency at the later pin of the worst-skew pair as 260 ps. For this run, the total global-route usage over all layers was measured as 4.10%. Predominant post-synthesis flop cell: sky130_fd_sc_hd__dfxtp_1. For this block, the routed nets add up to 1610 µm of wire. The area added between synthesis and finish is 14.5%, and the number of inserted diodes is 0.

Post-CTS timing repair inserted 0 buffers for setup. STA classifies the critical path endpoint as a flip-flop. The die is 90 µm tall. The number of I/O port buffers works out to 6. Buffer type at the clock tree root: sky130_fd_sc_hd__clkbuf_8. Routability-driven placement finished with a final weighted congestion of 0.745. Cell count listed in synth_stat.txt: 115. Prior to clock tree synthesis, the placed netlist has a worst setup slack of 830 ps. The synthesis stat section lists a flop and latch total of 22. The warning total across the stage logs works out to 25. The global route stage reports its total congestion overflow as 0.

Setup repair after global routing left no endpoint under its margin. The proportion of synthesized flip-flops having asynchronous set or reset is 4.55%. In this run the core area contains 25 standard-cell rows.

The logs give 0 for the max-slew violation count and 800 ps for the smallest setup slack after layout. With the routed length per placed instance at 8.66 µm, the distinct cell type count after synthesis is 27. With the half-perimeter wire length after placement at 1160 µm, the residual antenna-violating net count after detailed routing is 0. The tally of filler cells in the layout is 506. The run finished with clean final reports. The first global-routing pass estimated 3030 µm of wire. Of the synthesized area, sequential elements account for 45.6%.

Summing all placed instances gives a cell area of 1090 µm². The run gives 1 as the total number of H-tree levels. TritonCTS built the clock tree. The post-cts repair resize count is 0. The sequential cells in the finished layout cover a total of 455 µm².

The cell leakage power was 0.000405 µW; the total number of yosys warnings was 7. The DRC violation total left in the routed layout is recorded as 0. In this run the count of I/O pins placed on the die edge is 14. The number of clock buffers added by TritonCTS is 3. The die footprint came out at 8100 µm². The worst IR drop on VDD was 0.197 mV. The pre-placement core utilization came out at 21.1%.

According to the timing report, the data required time at the worst endpoint equals 2740 ps. With the number of global-route vias before repair at 698, the design area is 1140 µm². The run gives 80 ps for the clock slew at the register clock pins of the worst setup and hold paths. The run gives 0 for the post-cts hold buffer count. In the final layout, the share of cells above drive strength 1 is 6.72%.

Entering global routing, the biggest net connects 19 pins. The number of maximum-capacitance violations is 0, and the chip width is 90 µm. After synthesis the cells add up to 998 µm². No sink is reached through more buffers than the 2 on the longest clock path. Summing over every cut layer, the via total after detailed routing is 705. The type of the worst setup path was reg2reg.

For the finished layout, the period the worst path requires is 2000 ps. Total core area: 4720 µm². Per the summary, power density relative to cell area is 496 nW/µm².

The via density per instance is 3.79, and the part of the cycle the worst path needs is 71.4%. The run gives 0 ps for the setup TNS. Ranking logic cells in the layout by count gives the top entries sky130_fd_sc_hd__dfxtp_1, sky130_fd_sc_hd__nor2_1, sky130_fd_sc_hd__xnor2_1, sky130_fd_sc_hd__nand2_1, sky130_fd_sc_hd__nand3_1. The flow reports an fmax of 500 MHz. The initial antenna violation count came out at 0.

With the post-synthesis chip area from yosys at 998 µm², the peak fanout along the critical path is 11. The worst setup path is launched from a flip-flop. The run gives 22 as the CTS sink count. Dominant logic cell type in the layout: sky130_fd_sc_hd__dfxtp_1. The first-pass detailed-route iteration total is 4, and the number of synthesized flops with an enable pin is 1. Number of failing setup endpoints in the final timing report: 0.

The tightest min-delay check is of the reg2reg type. Count of endpoints failing hold in the final timing report: 0. The run gives 1940 ps for the arrival time of the worst setup path.

Across the routed clock network, the largest skew measured is 5.13 ps. Per the post-synthesis stats, the area per cell is 8.68 µm². The multi-input gate area in the final layout was 455 µm²; the number of design-rule violations left by the first detailed-router iteration was 53.
report_power, final:
group          internal, µW  total, µW  switching, µW
clock network           125        225           99.6
logic                  7.81       17.1           9.25
registers               320        325           4.73
total                   453        567            114
final cells by class:
type                    instances  share of cell area [%]
flip-flops and latches         22                    39.8
multi-input cells              80                    39.8
well taps                      67                    7.33
repair buffers                  8                    6.56
clock buffers                   4                    4.81
inverters                       5                    1.64
kinds of logic after synthesis:
group                    share of synthesized area [%]
XOR/XNOR                                          10.5
other                                            0.752
AND/OR/NAND/NOR                                   23.4
adder cells (fa/ha/maj)                           1.25
flip-flops                                        45.6
AND-OR/OR-AND                                     7.77
buffers and inverters                             10.7
stage by stage:
stage | total power [µW] | cells | utilization (%) | hold WS [ps]
floorplan | 349 | 120 | - | 289
finish | 567 | 186 | 24.2 | 330
detailed placement | 350 | 182 | 23.0 | 316
global placement | 350 | 182 | 23.0 | 312
global route | 591 | 186 | 24.2 | 339
CTS | 574 | 186 | 24.2 | 334
worst paths after layout:
check | from | slack [ps] | endpoint | cells after the start
max | DB1.PB_cnt[2] | 800 | DB1.PB_state | 3
min | DB1.PB_sync_0 | 330 | DB1.PB_sync_1 | 0
max reg2reg | DB1.PB_cnt[2] | 800 | DB1.PB_state | 3
min reg2reg | DB1.PB_sync_0 | 330 | DB1.PB_sync_1 | 0
max in group asynchronous | reset | 2280 | state | 2
min in group asynchronous | reset | 430 | state | 2
state kept, by name (all words and copies together), names as in the netlist:
name and flops:
DB1.PB_cnt 18, DB1.PB_state 1, DB1.PB_sync_0 1, DB1.PB_sync_1 1
state 1
layer usage:
layer | global-route usage [%] | part of all wire (%)
met1 | 5.70 | 53
met3 | 0.503 | 1.1
met4 | 1.19 | 1.8
met5 | 0 | 0
met2 | 6.54 | 43
critical path, cell delays in order, from the launching register on:
cell and delay (ps):
sky130_fd_sc_hd__dfxtp_1 390, sky130_fd_sc_hd__nand3_1 280, sky130_fd_sc_hd__or4_1 650, sky130_fd_sc_hd__nor4_1 360
Yosys cell counts (2+ instances only):
library cell               number  area share (%)
sky130_fd_sc_hd__dfxtp_1       20              40
sky130_fd_sc_hd__nor2_1        14             5.3
sky130_fd_sc_hd__buf_4         10             7.5
sky130_fd_sc_hd__xnor2_1        9             7.9
sky130_fd_sc_hd__nand2_1        8             3.0
sky130_fd_sc_hd__nand3_1        8             4.0
sky130_fd_sc_hd__inv_1          5             1.9
sky130_fd_sc_hd__o21ai_0        5             2.5
sky130_fd_sc_hd__a21oi_1        4             2.0
sky130_fd_sc_hd__nor3_1         4             2.0
sky130_fd_sc_hd__nor4_1         3             1.9
sky130_fd_sc_hd__or3_1          3             1.9
sky130_fd_sc_hd__xor2_1         3             2.6
sky130_fd_sc_hd__a31oi_1        2             1.3
sky130_fd_sc_hd__a41o_1         2             2.0
sky130_fd_sc_hd__clkbuf_1       2            0.75
sky130_fd_sc_hd__conb_1         2            0.75
sky130_fd_sc_hd__or4_1          2             1.5
Power figures rest on the tool's default switching activity, not on a simulated workload.
