==> design.v <==
`timescale 1ns / 1ps
module ClockDivider(
input in_clk,
input[26:0] clk_period,
output reg out_clk
    );
	reg[26:0] count;
	always @ (posedge in_clk) begin
		if (count == clk_period - 1'b1)
			count <= 0;
		else
			count <= count + 1'b1;
		if (count >= (clk_period - 1'b1)/2)
			out_clk <= 1;
		else
			out_clk <= 0;
	end
endmodule
`timescale 1ns / 1ps
module Debounce(
    input clk,
    input PB,   
    output PB_down   
);
reg PB_state;
reg PB_sync_0;  always @(posedge clk) PB_sync_0 <= PB;  
reg PB_sync_1;  always @(posedge clk) PB_sync_1 <= PB_sync_0;
reg [17:0] PB_cnt;
wire PB_idle = (PB_state==PB_sync_1);
wire PB_cnt_max = &PB_cnt;	 
always @(posedge clk)
if(PB_idle)
    PB_cnt <= 0;   
else
begin
    PB_cnt <= PB_cnt + 18'd1;   
    if(PB_cnt_max) PB_state <= ~PB_state;   
end
assign PB_down = ~PB_idle & PB_cnt_max & ~PB_state;
endmodule
`timescale 1ns / 1ps
module KitchenTimer(
input clk, reset, minbtn, secbtn, pause, start, count_up, zippy,
input[5:0] timesetter,
output reg zled,
output [6:0] seven,
output [3:0] AN);
	parameter maxcount = 3600;
	reg[1:0] state;
	reg[11:0] totalseconds;
	reg[26:0] rawcount;
	parameter slow_period = 27'b101111101011110000100000000;
	parameter fast_period = 27'b001001100010010110100000000;
	parameter khz_period =  27'b000000000011000011010100000;
	reg fast_flag, slow_flag;
	wire khz_clk;
	ClockDivider CDK(clk, khz_period, khz_clk);
	wire clean_reset, clean_minbtn, clean_secbtn, clean_pause, clean_start;
	Debounce DBRST(clk, reset, clean_reset);
	Debounce DBMIN(clk, minbtn, clean_minbtn);
	Debounce DBSEC(clk, secbtn, clean_secbtn);
	Debounce DBPAUSE(clk, pause, clean_pause);
	Debounce DBSTART(clk, start, clean_start);
	reg[15:0] allseconds_bin;
	wire[3:0] current_bin;
	seven_alternate SA(khz_clk, clean_reset, allseconds_bin, current_bin, AN);
	binary_to_segment SEG(current_bin, seven);
	always @ (*) begin
		allseconds_bin[3:0] = (totalseconds % 60) % 10;
		allseconds_bin[7:4] = (totalseconds % 60) / 10;
		allseconds_bin[11:8] = (totalseconds / 60) % 10;
		allseconds_bin[15:12] = (totalseconds / 60) / 10;
		slow_flag = (rawcount % slow_period == slow_period - 1'b1) ? 1 : 0;
		fast_flag = (rawcount % fast_period == fast_period - 1'b1) ? 1 : 0;
	end
	always @ (posedge clk) begin
		if (clean_reset) begin
			zled <= 1'b0;
			totalseconds <= 12'b000000000000;
			rawcount <= 0;
			state <= 2'b00;
		end
		else begin
			case (state)
			2'b00:
				if (clean_start)
					state <= 2'b01;
				else begin
					if (clean_minbtn) begin
						totalseconds <= (totalseconds % 60) + 60 * timesetter;
					end
					if (clean_secbtn) begin
						totalseconds <= totalseconds - (totalseconds % 60) + timesetter;
					end
				end
			2'b01:
				if (clean_pause)
					state <= 2'b10;
				else begin
					if (rawcount == slow_period - 1'b1)
						rawcount <= 0;
					else
						rawcount <= rawcount + 1'b1;
					if (~count_up && totalseconds == 0) begin
						zled <= 1'b1;
						state <= 2'b11;
					end
					else begin
						if (count_up == 1'b1 && totalseconds >= maxcount) begin
							totalseconds <= 12'b000000000000;
						end
						else
							totalseconds <= totalseconds + (((zippy&&fast_flag) || ((~zippy)&&slow_flag))? 1 : 0)*(2 * count_up - 1'b1);
					end
				end
			2'b10:
				if (clean_pause)
					state <= 2'b01;
			default:
				if (count_up) begin
					totalseconds <= 12'b000000000001;
					zled <= 1'b0;
					state <= 2'b01;
				end
			endcase
		end
	end
endmodule
`timescale 1ns / 1ps
module binary_to_segment(
input[3:0] bin,
output reg[6:0] seven  
    );
	always @(bin) begin
		case (bin)
		4'b0000: seven = 7'b1000000;
		4'b0001: seven = 7'b1111001;
		4'b0010: seven = 7'b0100100;
		4'b0011: seven = 7'b0110000;
		4'b0100: seven = 7'b0011001;
		4'b0101: seven = 7'b0010010;
		4'b0110: seven = 7'b0000010;
		4'b0111: seven = 7'b1111000;
		4'b1000: seven = 7'b0000000;
		4'b1001: seven = 7'b0010000;
		4'b1010: seven = 7'b0001000;
		4'b1011: seven = 7'b0000000;
		4'b1100: seven = 7'b1000110;
		4'b1101: seven = 7'b1000000;
		4'b1110: seven = 7'b0000110;
		default: seven = 7'b0001110;
		endcase
	end
endmodule
`timescale 1ns / 1ps
module seven_alternate(
input clk,
input reset,
input[15:0] big_bin,
output reg[3:0] small_bin,
output reg[3:0] AN
    );
	reg[1:0] count;
	always @ (count) begin
		case (count)
			2'b00: begin
				AN = 4'b1110;
				small_bin = big_bin[3:0];
				end
			2'b01: begin
				AN = 4'b1101;
				small_bin = big_bin[7:4];
				end
			2'b10: begin
				AN = 4'b1011;
				small_bin = big_bin[11:8];
				end
			default: begin
				AN = 4'b0111;
				small_bin = big_bin[15:12];
				end
			endcase
	end
	always @ (posedge clk or posedge reset) begin
		if (reset) begin
			count <= 0;
		end
		else
			count <= count + 1'b1;
	end
endmodule
==> run.sh <==
#!/bin/bash
# OpenROAD 26Q1-2900-gdf79404cd8, Yosys 0.63+post, stock flow scripts
make -C /OpenROAD-flow-scripts/flow DESIGN_CONFIG=/design/flow/config.mk WORK_HOME=/design/flow/orfs finish
==> config.mk <==
export PLATFORM = sky130hd
export DESIGN_NAME = KitchenTimer
export DESIGN_NICKNAME = KitchenTimer
export VERILOG_FILES = /design/flow/design.v
export SDC_FILE = /design/flow/constraint.sdc
export NUM_CORES = 4
export LEC_CHECK = 1
export CORE_UTILIZATION = 30
==> constraint.sdc <==
current_design KitchenTimer

set clk_period 17.7
set clk_io_pct 0.2

create_clock -name clk0 -period $clk_period [get_ports {clk}]

set non_clock_inputs [all_inputs -no_clocks]
set_input_delay [expr $clk_period * $clk_io_pct] -clock clk0 $non_clock_inputs
set_output_delay [expr $clk_period * $clk_io_pct] -clock clk0 [all_outputs]
==> run_results.csv <==
group,metric,value,unit
logic_synthesis,topCellsByArea,"dfxtp_1 (24%), nor2_1 (6.7%), ha_1 (6.6%), xnor2_1 (6.2%), xor2_1 (5.5%)",
timing,hold_violations,0,
timing,period_needed,13180,ps
cts,cts_root_buf,"clkbuf_16",
cts,clk_path_buf_depth,2,
cts,cts_buffers,17,
finish,drive_above_1_share,6.38,%
timing,fin_tns_setup,0,ps
worst_setup_path,setup.worst_path.class,"reg -> out",
drt,wl,34200,um
flow_run,warning_count,44,
cts,cts-hold-fix-buffers,0,
finish,register_area,3640,um^2
finish,syn2layout_area_growth,10.2,%
cts,worstSkewPairLatency,420,ps
timing,unclocked_pins,2,
worst_hold_path,hold_path_class,"reg -> reg",
cts,tritoncts,"built",
power,switchingPower,259,uW
timing,period_used_share,74.5,%
timing,rsz0062_at_grt,"no",
logic_synthesis,ys_seq_share,25.5,%
worst_setup_path,end_kind,"primary output",
worst_setup_path,critPathArrivalTime,9640,ps
timing,relSlewSlack,41.2,%
logic_synthesis,synth_flops,179,
die,die_h,220,um
place,port-buffer-count,25,
status,outcome,"finished, final reports clean",
global_route,grt_util_all_layers,14.4,%
drt,vias,12700,
logic_synthesis,synth_area_per_cell,7.81,um^2
logic_synthesis,ys_area,14300,um^2
power,total_power,952,uW
die,die_area,48600,um^2
power,p_sw_share,27.2,%
worst_setup_path,critPathSlowestCell,"o311ai_2",
timing,fin_hold_ws,328,ps
finish,design_area,15800,um^2
timing,max_freq,0.0759,GHz
power,irDropWorstVdd,103,uV
logic_synthesis,synth_area,14300,um^2
die,chipWidth,220,um
logic_synthesis,yosys_warnings,5,
power,seq_power_share,44.7,%
logic_synthesis,ff_type,"dfxtp_1",
global_route,antenna_found_initial,1,
die,rows,79,
cts,htreeDepth,4,
logic_synthesis,ys_cells,1831,
power,p_leak,0.00603,uW
cts,post_cts_buffers,0,
global_route,grt_max_degree,29,
logic_synthesis,synth.top_cell.area_share,24.1,%
global_route,grt_pass1_vias,11400,
worst_setup_path,critical_path_peak_fanout,19,
logic_synthesis,yosysTopAreaCell,"dfxtp_1",
power,p_per_area,60.4,nW/um^2
cts,cts.reportedPaths.clkPinSlew,60,ps
global_route,grt_overflow,0,
worst_setup_path,endpoint,"seven[3]",
finish,utilization,33.7,%
flow_run,drv_cap,0,
cts,cts.repair.resized,0,
place,gp_congestion,0.954,
place,placed_cell_area,15200,um^2
die,initCoreUtil,30.6,%
timing,setup_violations,0,
worst_setup_path,reg2reg_to,"totalseconds[11]$_SDFFE_PP0P_",
worst_setup_path,rr_worst_depth,38,
timing,clock_skew,10.0,ps
timing,untimed_endpoints,6,
worst_setup_path,cp_data_required_time,14160,ps
drt,drc,0,
die,core_area,46800,um^2
drt,vias_per_cell,5.21,
worst_setup_path,crit_path_max_incr_delay,800,ps
drt,ant_nets,0,
logic_synthesis,ys_types,117,
die,num_io_pins,26,
logic_synthesis,edf_count,5,
power,p_clk_share,38.9,%
worst_setup_path,timing.rr.start,"rawcount[11]$_SDFFE_PP0P_",
timing,worst_pin_slew,881,ps
finish,fillers,4756,
logic_synthesis,synthArstFlopShare,1.12,%
power,p_int,693,uW
worst_setup_path,rrSetupSlack,7610,ps
place,place.detailed.hpwl,25500,um
global_route,grt_pass1_wl,57200,um
worst_hold_path,whs_path_depth,0,
worst_setup_path,start_kind,"flop",
timing,slew_viol_final,0,
power,p_comb_share,16.3,%
drt,drt_pre_antenna_iters,5,
finish,combGateArea,9980,um^2
drt,drt_iter0_markers,803,
worst_setup_path,critPathLaunch,"totalseconds[9]$_SDFFE_PP0P_",
drt,wl_per_cell,14.0,um
logic_synthesis,synthCells,1831,
[power groups by stage]
stage / logic [uW] / registers, uW / clock network (uW)
CTS: 156 / 426 / 382
finish: 155 / 426 / 371
global route: 176 / 428 / 398
[cell type report]
| type | instances | area share [%] |
|---|---|---|
| diodes | 1 | 0.0159 |
| clock buffers | 22 | 3.14 |
| clock inverters | 10 | 0.595 |
| inverters | 92 | 2.19 |
| multi-input cells | 1481 | 63.3 |
| flip-flops and latches | 179 | 23.1 |
| well taps | 607 | 4.82 |
| repair buffers | 51 | 2.83 |
[how the worst min path moves through the flow]
stage	slack [ps]	end	start
finish	330	DBSEC.PB_sync_1$_DFF_P_	DBSEC.PB_sync_0$_DFF_P_
global route	330	DBSEC.PB_sync_1$_DFF_P_	DBSEC.PB_sync_0$_DFF_P_
CTS	330	DBSEC.PB_sync_1$_DFF_P_	DBSEC.PB_sync_0$_DFF_P_
[registers in the layout, indices dropped and copies added, names as in the netlist, 4 cells and up]
name            count
CDK.count          27
DBMIN.PB_cnt       18
DBPAUSE.PB_cnt     18
DBRST.PB_cnt       18
DBSEC.PB_cnt       18
DBSTART.PB_cnt     18
rawcount           27
state               4
totalseconds       12
[worst max-delay path: cells and delay by family, from the launching register on]
kind                     cells  cell delay [ps]
adder cells (fa/ha/maj)      3              970
AND/OR/NAND/NOR              6             1570
buffers and inverters        3              680
AND-OR/OR-AND               18             4710
multiplexers                 3              590
flip-flops                   1              700
[layout by cell type, fill, tap and decap left out, drive strengths merged, types with 24 or more instances in the layout]
cell type	count
a21oi	96
o21ai	73
clkdlybuf4s50	25
nor2	255
xor2	90
dfxtp	172
nand3	90
buf	26
xnor2	101
a211oi	31
a21o	31
nor3	36
inv	93
and3	32
mux2i	24
nand2	147
ha	76
nand4	38
[metal layers]
metal,up-vias,global-route usage [%],wire (um)
met5,-,0,0
met4,0,1.61,371
met1,5882,22.8,17200
li1,6558,-,-
met3,28,1.52,1390
met2,264,22.0,15200
[metrics by stage]
| stage | setup slack [ps] | std cells |
|---|---|---|
| 2_1_floorplan | 6870 | 1831 |
| 3_3_place_gp | 5310 | 2410 |
| 3_5_place_dp | 5120 | 2410 |
| 4_1_cts | 4600 | 2442 |
| 5_1_grt | 3660 | 2443 |
| 6_report | 4520 | 2443 |
[kinds of logic after synthesis]
family | share of synthesized area [%]
and+or+nand+nor | 24.5
xor gates and xnor gates | 11.7
AOI/OAI and AO/OA | 21.5
muxes | 2.78
DFF | 25.5
buffers and inverters | 4.88
other | 0.0525
adders and majority gates | 9.10
[synth_stat cells (11+ instances only)]
cell type	instances
clkbuf_1	61
nand4_1	38
o211ai_1	14
a211oi_1	29
ha_1	76
o21bai_1	15
nor2b_1	16
nor4_1	18
a21o_1	31
nor2_1	254
fa_1	15
nand3_1	89
nor3_1	35
mux2i_1	24
xor2_1	90
a31oi_1	20
o21ai_0	61
xnor2_1	101
or3_1	20
and2_1	13
a21oi_1	93
dfxtp_1	172
and3_1	32
nand2b_1	11
o22ai_1	14
nand2_1	147
inv_1	87
No activity file was given, so power comes from the tool's default toggle rates.
